## design/flow/config.mk

```make
export PLATFORM = sky130hd
export DESIGN_NAME = spi_mem_intf
export DESIGN_NICKNAME = spi_mem_intf
export VERILOG_FILES = /design/flow/design.v
export SDC_FILE = /design/flow/constraint.sdc
export NUM_CORES = 4
export LEC_CHECK = 1
export CORE_UTILIZATION = 30
```

## design/flow/constraint.sdc

```tcl
current_design spi_mem_intf

set clk_period 5.0
set clk_io_pct 0.2

create_clock -name clk0 -period $clk_period [get_ports {clk}]

set non_clock_inputs [all_inputs -no_clocks]
set_input_delay [expr $clk_period * $clk_io_pct] -clock clk0 $non_clock_inputs
set_output_delay [expr $clk_period * $clk_io_pct] -clock clk0 [all_outputs]
```

## design/flow/design.v

```verilog
module spi_mem_intf(
    input wr,clk,rst,ready,op_done,
    input [7:0] addr, din,
    output [7:0] dout,
    output reg cs, mosi,
    input miso,
    output reg done, err
    );
reg [16:0] din_reg;   
reg [7:0] dout_reg;
integer count = 0;
typedef enum bit [2:0] {idle = 0, load = 1, check_op = 2, send_data = 3, read_data1 = 4, read_data2 = 5, error = 6, check_ready = 7} state_type;
state_type state = idle; 
 always@(posedge clk)
 begin
   if(rst)
            begin
            state <= idle;
            count <= 0;
            cs <= 1'b1;
            mosi <= 1'b0; 
            err <= 1'b0;
            done <= 1'b0;
            end
   else 
     begin
       case(state)
            idle: begin
            cs    <= 1'b1;
            mosi  <= 1'b0;
            state <= load;
            err <= 1'b0;
            done <= 1'b0;
            end
            load: begin
            din_reg <= {din, addr, wr};
            state   <= check_op;
            end
            check_op: begin
            if(wr == 1'b1 && addr < 32)
             begin
             cs <= 1'b0;
             state <= send_data;
             end
            else if (wr == 1'b0 && addr < 32)
             begin
             state <= read_data1;
             cs <= 1'b0;
             end
            else begin
             state <= error;
             cs <= 1'b1;
             end
            end
            send_data : 
            begin
                if(count <= 16)
                 begin
                 count <= count + 1;
                 mosi  <= din_reg[count];
                 state = send_data;
                 end
                else
                  begin
                     cs    <= 1'b1;
                     mosi  <= 1'b0;
                     if(op_done) 
                           begin
                                  count <= 0;
                                  done  <= 1'b1;
                                  state <= idle;
                            end
                      else
                              begin
                              state <= send_data;
                              end
                  end
            end
            read_data1: begin
            if(count <= 8)
             begin
             count <= count + 1;
             mosi  <= din_reg[count];
             state <= read_data1;
             end
            else
              begin
              count <= 0;
              cs    <= 1'b1;
              state <= check_ready;
              end
            end
            check_ready : begin
                if(ready)
                      state <= read_data2;
                else
                      state <= check_ready;
            end
            read_data2:begin
                            if(count <= 7)
                                 begin
                                 count <= count + 1;
                                 dout_reg[count]  <=  miso;
                                 state = read_data2;
                                 end
                            else
                                  begin
                                  count <= 0;
                                  done <= 1'b1;
                                  state <= idle;
                                  end
                      end
            error : begin
            err   <= 1'b1;
            state <= idle;
            done  <= 1'b1;
            end
           default: begin
           state <= idle;
           count <= 0;
           end
      endcase
   end 
 end 
 assign dout = dout_reg;
 endmodule
```

## design/flow/run.sh

```bash
#!/bin/bash
# OpenROAD 26Q1-2900-gdf79404cd8, Yosys 0.63+post, stock flow scripts
make -C /OpenROAD-flow-scripts/flow DESIGN_CONFIG=/design/flow/config.mk WORK_HOME=/design/flow/orfs finish
```

==> metrics.cfg <==
[route]
dr.pass1.iters=5
viasPerCell=5.59
totalWireLength_um=11400
wl_per_cell_um=16.3
ant_nets=0
insertedDiodeCount=0
detail_route.iter0.violations=245
drc_errors=0
dr_total_vias=3919

[yosys]
synth.top_cell.area_share_pct=18.1
edf_count=25
ys_cells=508
yosys_area_um2=4320
ys_seq_share_pct=35.5
synthArstFlopShare_pct=0
synth_cell_types=74
ys_top_cells_by_area=dfxtp_1 18%, edfxtp_1 17%, nor2_1 6.5%, xnor2_1 5.3%, xor2_1 3.9%
synth_flops=64
avgSynthCellArea_um2=8.50
synth_area_um2=4320
yosys_warnings=1
flop_cell=dfxtp_1
top_area_cell=dfxtp_1
syn_inst=508

[setup_path]
worst-path-buf-inv=1
critPathMaxStageDelay_ns=0.72
start_kind=flip-flop
reg2reg_depth=10
r2r_end=dout_reg[0]
r2r_start=count[0]
rrSetupSlack_ns=0.51
cp_top_family=simple AND/OR/NAND/NOR gates
crit_end=dout_reg[0]
cp_data_arrival_time_ns=4.57
path_cells=inv_1, ha_1, or4b_2, nor4_2, a31oi_1, a2111oi_0, o32ai_1, a2111oi_4, nand4_1, mux2_1
worstPathRequired_ns=5.09
crit_cells=10
crit_start=count[0]
cp_slowest_cell=or4b_2
crit_fanout=11
endpoint_kind=flip-flop
worstSetupPathType=flip-flop to flip-flop

[global_route]
gr-usage-all-layers_pct=16.2
grt-ovfl-total=0
grt_pass1_vias=3591
grt_pass1_wl_um=18500
grt_max_degree=33
antenna_found_initial=0

[placement]
post-place-ws_ns=0.542
hpwl_um=8170
gp_congestion=0.966
place_area_um2=4750
portBuffers=33

[timing]
min_period_ns=4.49
fin_skew_ns=0.00745
grt_setup_unrepaired=no
fin_crit_sh_pct=89.7
worst_slack_ns=0.514
hold_viol_final=0
max_slew_margin_pct=37.9
drv_slew=0
setup_tns_ns=0
fmax_ghz=0.223
setup_viol=0
hold_ws_ns=0.495
worst_pin_slew_ns=0.923

[layout]
final_cell_area_um2=5080
area_growth_pct=17.6
drive_above_1_share_pct=9.02
final-comb-area_um2=2560
largest_register_ffs=32
fillers=1410
final-seq-area_um2=1530

[cts]
cts_made_buffers=9
clock_path_buffers=2
clockRootBuffer=clkbuf_16
cts_setup_buffers=0
clk_pin_slew_ns=0.06
clock_latency_ns=0.34
cts.sinks=64
cts_resized=0
htree_levels=3
tritoncts=yes
cts_hold_buf=0

[die]
die_x_um=122
pin_count=34
num_rows=43
die_y_um=122
initial_core_util_pct=30.9
coreArea_um2=14000
dieArea_um2=14900

[pwr]
ir_drop_mv=0.169
cellPowerDensity_nw_per_um2=410
finalPower_mw=2.08
leakagePower_nw=1.75

[outcome]
status=finished, final reports clean

[run]
drv_cap=0
warnings=26

[min_path]
hp-class=flip-flop to flip-flop

synth_stat cells (6+ instances only):
master / instances
nor2_1: 75
clkbuf_1: 33
edfxtp_1: 25
or3_1: 6
xnor2_1: 26
mux2_1: 8
nand3_1: 24
inv_1: 15
o21ai_0: 13
and3_1: 7
a21oi_1: 14
nand4_1: 14
nand2_1: 34
a31oi_1: 9
nor4_1: 14
dfxtp_1: 39
xor2_1: 19
nor3_1: 15
or4_1: 6
where the power goes:
group	total, mW	internal [mW]	switching (mW)
combinational	0.762	0.333	0.429
clock	0.691	0.441	0.250
sequential	0.628	0.581	0.0474
total	2.08	1.35	0.727
cell usage in the layout, fill, tap and decap left out, drive strengths merged, types with 9 or more instances in the layout:
| cell type | n |
|---|---|
| a21oi | 14 |
| a31oi | 9 |
| clkbuf | 9 |
| clkdlybuf4s50 | 33 |
| dfxtp | 39 |
| edfxtp | 25 |
| inv | 16 |
| nand2 | 34 |
| nand3 | 24 |
| nand4 | 14 |
| nor2 | 75 |
| nor3 | 16 |
| nor4 | 17 |
| o21ai | 15 |
| xnor2 | 26 |
| xor2 | 19 |
worst register-to-register path: cells and delay by family (launching register included):
family	cells	cell delay, ns
DFF	1	0.45
adders and majority gates	1	0.35
AOI/OAI and AO/OA	4	1.43
muxes	1	0.34
buffers and inverters	1	0.22
and+or+nand+nor	3	1.46
cells by family (layout without fill, tap and decap cells):
logic type / after synthesis / in the layout / synth area share (%)
AND/OR/NAND/NOR: 232 / 232 / 28.4
AND-OR/OR-AND: 92 / 92 / 15.6
flip-flops: 64 / 64 / 35.5
buffers and inverters: 58 / 71 / 5.62
XOR/XNOR: 45 / 45 / 9.13
multiplexers: 15 / 15 / 5.16
adder cells (fa/ha/maj): 2 / 2 / 0.579
area by class of cell:
type	instances	area share (%)
repair buffers	40	7.54
multi-input cells	386	50.3
well taps	180	4.43
clock inverters	7	2.04
flip-flops and latches	64	30.1
clock buffers	9	4.43
inverters	15	1.11
routing by layer:
layer	global-route usage (%)	up-vias	wire length, um
met5	0	-	0
met4	2.39	0	188
met3	2.62	19	545
met2	25.1	124	5070
met1	24.5	1884	5610
li1	-	1892	-
worst min path at each step:
stage	start	endpoint	slack [ns]	cells past startpoint
after CTS	mosi	mosi	0.50	2
after global routing	mosi	mosi	0.52	2
final	mosi	mosi	0.50	2
stage by stage:
stage / utilization [%] / instances
after detailed placement: 34.0 / 685
final: 36.3 / 701
after global placement: 34.0 / 685
after floorplan: - / 508
after global routing: 36.3 / 701
after CTS: 36.3 / 701
Power figures rest on the tool's default switching activity, not on a simulated workload.
